**design/flow/design.v**
```verilog
module binary_to_ascii_bin(ascii, binary);
output [7:0] ascii;
input binary;
reg [7:0] ascii_reg;
assign ascii = (binary ? 8'd49 : 8'd48);
endmodule
module binary_to_ascii_hex(ascii, binary);
output [7:0] ascii;
input [3:0] binary;
reg [7:0] ascii_reg;
assign ascii = ascii_reg;
always @(*) begin
    if(binary > 9) begin
        ascii_reg <= binary + 55;
    end else begin
        ascii_reg <= binary + 48;
    end
end
endmodule
module hex_printer(chars_out, number_in);
parameter CHARACTERS = 8;
output [8*CHARACTERS-1:0] chars_out;
input [31:0] number_in;
genvar i;
generate
    for(i=0; i<CHARACTERS; i=i+1) begin : genloop
        binary_to_ascii_hex BIN_TO_CHAR(chars_out[(i<<3)+:8], number_in[(((CHARACTERS-1)-i)<<2)+:4]);
    end
endgenerate
endmodule
module binary_printer(chars_out, binary_in);
parameter CHARACTERS = 8;
output [8*CHARACTERS-1:0] chars_out;
input [31:0] binary_in;
genvar i;
generate
    for(i=0; i<CHARACTERS; i=i+1) begin : genloop
        binary_to_ascii_bin BIN_TO_CHAR(chars_out[(i<<3)+:8], binary_in[(CHARACTERS-1)-i]);
    end
endgenerate
endmodule
```
**design/flow/run.sh**
```bash
#!/bin/bash
# OpenROAD 26Q1-2900-gdf79404cd8, Yosys 0.63+post, stock flow scripts
make -C /OpenROAD-flow-scripts/flow DESIGN_CONFIG=/design/flow/config.mk WORK_HOME=/design/flow/orfs finish
```
**design/flow/config.mk**
```make
export PLATFORM = sky130hd
export DESIGN_NAME = hex_printer
export DESIGN_NICKNAME = hex_printer
export VERILOG_FILES = /design/flow/design.v
export SDC_FILE = /design/flow/constraint.sdc
export NUM_CORES = 4
export LEC_CHECK = 1
export CORE_AREA = 10 10 70 70
export DIE_AREA = 0 0 80 80
```
**design/flow/constraint.sdc**
```tcl
current_design hex_printer

set clk_period 1.3
set clk_io_pct 0.2

create_clock -name clk0 -period $clk_period

set non_clock_inputs [all_inputs -no_clocks]
set_input_delay [expr $clk_period * $clk_io_pct] -clock clk0 $non_clock_inputs
set_output_delay [expr $clk_period * $clk_io_pct] -clock clk0 [all_outputs]
```
==> summary.txt <==
run metrics: hold slack=0.785 ns, cell area after layout=2940 um^2, Total GRT Usage=13.7%, synth unique cells=12, Top Ports=96, Hold Fails Final Rpt=0, Vias=1387, count leader, synth=inv_1, leading area contributor after synthesis=ha_1, yosys xor share=7.50%, top cells by count=24 x inv_1, 16 x ha_1, Compound Share, Synth=34.3%, Syn Area/Cell=8.27 um^2, first-pass GRT wire length=7420 um, gp weighted congestion=0.832, CP endpoint kind=output port, Post-Synth Adder-Cell Area=21.4%, # clk buffers=0, flip-flops=0, Yosys Instances=113, DR iter-0 viols=13, top cells by area=ha_1 21%, o21ai_4 14%, a21boi_2 9.6%, inv_1 9.6%, mux2i_1 8.6%, FF/Latch Area=0 um^2, fin. max-slew vios=0, area fraction in mux cells=8.57%, row count=21, Area leader share=21.4%, RSZ-0062 raised after global routing=true, DRC viols=0, Warnings, synthesis=1, crit path DRT=1.04 ns, Port-buffer cells=88, Leak Pwr=1.46 nW, FP Util=27.4%, WS Path Type=in -> out, worst setup margin=-0.200 ns, fin crit share=115%, Post-DRT Antenna Nets=0, Die W=80 um, initial antenna violation count=0, Post-Syn Area=935 um^2, placed cell areas=2070 um^2, Worst Hold Class=in -> out, vias in the first global route=1474, Main logic family=AND-OR/OR-AND gates, DR WL/cell=15.0 um, Synth Seq Share=0%, core area=3420 um^2, maxcap violations=0, Inserted Diodes=0, WP data arrival=1.24 ns, Final setup viols=33, gr ovfl total=0, status=finished with violations, cell count after synthesis=113, final wirelength=4870 um, setup TNS=-2.86 ns, die area=6400 um^2, die height=80 um, DR vias/cell=4.27, fill count=163, Yosys chip area=935 um^2, post-layout min period=1.50 ns, Worst setup SP type=input pin, Layout Area Growth over Synthesis=214%, yosys simple share=11.8%, share of cells above drive strength 1=85.7%, largest net degree at the start of global routing=5, DRT Pass-1 Iters=4, failing checks=setup timing, Max rail drop VDD=0.238 mV, fmax=667 MHz, total power density per cell area=348 nW/um^2, Post-DP HPWL=3090 um, worst-path fanout max=3, tool warnings=42
[cell usage in the layout, fill, tap and decap left out, types with 7 or more instances in the layout]
master,synthesis,layout
mux2i_1,8,7
dlygate4sd2_1,0,10
a21boi_4,0,8
o21ai_4,8,8
nor3b_2,0,7
buf_4,8,50
buf_8,0,14
ha_4,0,16
conb_1,1,8
nor2_4,0,8
buf_2,0,45
inv_8,0,8
xnor2_2,0,8
buf_6,0,34
[worst paths after layout]
| kind | from | end | slack (ns) | depth (start not counted) |
|---|---|---|---|---|
| worst max-delay path | number_in[13] | chars_out[33] | -0.20 | 9 |
| worst min-delay path | number_in[4] | chars_out[48] | 0.79 | 3 |
[layer usage]
metal  global-route usage [%]  vias to the layer above  wire, um
li1                         -                      694         -
met1                     18.4                      634      2180
met2                     23.2                       55      2310
met3                     2.39                        4       323
met4                    0.704                        0        54
met5                        0                        -         0
[critical path, cell delays in order]
cell and delay (ns):
buf_8 0.10, inv_8 0.05, ha_4 0.13, nor2_4 0.04
buf_6 0.10, o21ai_4 0.15, buf_6 0.12, mux2i_1 0.15
buf_2 0.12
[cells by family (layout without fill, tap and decap cells)]
group / Yosys count / after routing
adders and majority gates: 16 / 16
other: 1 / 8
and+or+nand+nor: 16 / 16
buffers and inverters: 32 / 191
AOI/OAI and AO/OA: 32 / 32
xor gates and xnor gates: 8 / 8
muxes: 8 / 8
[area by class of cell]
cell class | instances | area [um^2] | area share (%)
inverters | 24 | 195 | 6.64
well taps | 46 | 57.6 | 1.96
multi-input cells | 88 | 1250 | 42.4
repair buffers | 167 | 1440 | 49.0
[power by group]
group | internal, W | total [W] | switching [W]
logic | 0.000637 | 0.00102 | 0.000385
registers | 0 | 0 | 0
clock network | 0 | 0 | 0
[timing repair]
item,in CTS,in global routing
resized,437,52
setup buffers,45,17
pin swaps,44,48
setup endpoints to repair,56,52
hold buffers,0,0
[per-stage QoR]
step / cells / power (W) / setup WS [ns] / utilization (%)
6_report: 325 / 0.00102 / -0.200 / 86.0
5_1_grt: 325 / 0.00110 / -0.257 / 86.0
4_1_cts: 319 / 0.000917 / -0.230 / 80.0
3_5_place_dp: 277 / 0.000709 / -0.955 / 60.7
3_3_place_gp: 277 / 0.000706 / -0.909 / 60.7
2_1_floorplan: 120 / 0.000212 / 0.144 / -
Power figures rest on the tool's default switching activity, not on a simulated workload.
